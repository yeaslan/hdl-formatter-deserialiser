--- design/flow/run.sh ---
#!/bin/bash
# OpenROAD 26Q1-2900-gdf79404cd8, Yosys 0.63+post, stock flow scripts
make -C /OpenROAD-flow-scripts/flow DESIGN_CONFIG=/design/flow/config.mk WORK_HOME=/design/flow/orfs finish
--- design/flow/constraint.sdc ---
current_design custom_ip_deserializer

set clk_period 5.9
set clk_io_pct 0.2

create_clock -name clk0 -period $clk_period [get_ports {clk_75mhz}]

set non_clock_inputs [all_inputs -no_clocks]
set_input_delay [expr $clk_period * $clk_io_pct] -clock clk0 $non_clock_inputs
set_output_delay [expr $clk_period * $clk_io_pct] -clock clk0 [all_outputs]
--- design/flow/config.mk ---
export PLATFORM = sky130hd
export DESIGN_NAME = custom_ip_deserializer
export DESIGN_NICKNAME = custom_ip_deserializer
export VERILOG_FILES = /design/flow/design.v
export SDC_FILE = /design/flow/constraint.sdc
export NUM_CORES = 4
export LEC_CHECK = 1
export CORE_UTILIZATION = 30
export SYNTH_HDL_FRONTEND = slang
--- design/flow/design.v ---
package custom_ip_pkg;
  timeunit 1ns;
  timeprecision 1ps;
  typedef enum logic [1:0] {
    CHANNEL_OFF  = 2'b00,
    CHANNEL_ON   = 2'b01,
    CHANNEL_TP   = 2'b10,
    CHANNEL_ZERO = 2'b11
  } channel_mode_e;
    typedef struct packed {
      channel_mode_e even_mode;
      channel_mode_e odd_mode;
    } command_modes_t;
    localparam logic [7:0] TP_VALUE   = 8'h96;
    localparam logic [7:0] OFF_VALUE  = 8'hFF;
    localparam logic [7:0] ZERO_VALUE = 8'h00;
  function automatic command_modes_t decode_command(input logic [31:0] cmd);
    command_modes_t modes;
    modes.even_mode = CHANNEL_OFF;
    modes.odd_mode  = CHANNEL_OFF;
    unique case (cmd)
      32'h0000_0000: begin
        modes.even_mode = CHANNEL_OFF;
        modes.odd_mode  = CHANNEL_OFF;
      end
      32'h0000_0001: begin
        modes.even_mode = CHANNEL_ON;
        modes.odd_mode  = CHANNEL_OFF;
      end
      32'h0000_0002: begin
        modes.even_mode = CHANNEL_OFF;
        modes.odd_mode  = CHANNEL_ON;
      end
      32'h0000_0003: begin
        modes.even_mode = CHANNEL_ON;
        modes.odd_mode  = CHANNEL_ON;
      end
      32'h0000_0004: begin
        modes.even_mode = CHANNEL_TP;
        modes.odd_mode  = CHANNEL_OFF;
      end
      32'h0000_0005: begin
        modes.even_mode = CHANNEL_OFF;
        modes.odd_mode  = CHANNEL_TP;
      end
      32'h0000_0006: begin
        modes.even_mode = CHANNEL_TP;
        modes.odd_mode  = CHANNEL_TP;
      end
      32'h0000_0007: begin
        modes.even_mode = CHANNEL_ON;
        modes.odd_mode  = CHANNEL_TP;
      end
      32'h0000_0008: begin
        modes.even_mode = CHANNEL_TP;
        modes.odd_mode  = CHANNEL_ON;
      end
      32'h0000_0009: begin
        modes.even_mode = CHANNEL_ZERO;
        modes.odd_mode  = CHANNEL_ZERO;
      end
      default: begin
        modes.even_mode = CHANNEL_OFF;
        modes.odd_mode  = CHANNEL_OFF;
      end
    endcase
    return modes;
  endfunction
    function automatic logic [7:0] select_channel_byte(
      input channel_mode_e mode,
      input logic [7:0]    fifo_byte
    );
      unique case (mode)
        CHANNEL_ON:   return fifo_byte;
        CHANNEL_TP:   return TP_VALUE;
        CHANNEL_ZERO: return ZERO_VALUE;
        default:      return OFF_VALUE;
      endcase
    endfunction
    function automatic logic [7:0] mode_constant(input channel_mode_e mode);
      return select_channel_byte(mode, 8'h00);
    endfunction
endpackage : custom_ip_pkg
module custom_ip_deserializer #(
  parameter int FRAME_GROUPS = 324
) (
  input  logic       clk_75mhz,
  input  logic       rst_n,
  input  logic       enable,
  input  logic [3:0] data_in,
  output logic       clk_20mhz,
  output logic [7:0] c_even_data,
  output logic [7:0] c_odd_data,
  output logic       pair_valid,
  output logic       frame_start,
  output logic       frame_end
);
  timeunit 1ns;
  timeprecision 1ps;
  localparam int GROUP_IDX_WIDTH = $clog2(FRAME_GROUPS);
  localparam logic [31:0] PHASE_INC = 32'd1145324612;  
  logic [31:0] phase_accum_q, phase_accum_d;
  logic clk_20mhz_d;
  always_comb begin
    phase_accum_d = phase_accum_q + PHASE_INC;
    clk_20mhz_d   = phase_accum_d[31];
  end
  always_ff @(posedge clk_75mhz or negedge rst_n) begin
    if (!rst_n) begin
      phase_accum_q <= 32'd0;
      clk_20mhz     <= 1'b0;
    end else begin
      phase_accum_q <= phase_accum_d;
      clk_20mhz     <= clk_20mhz_d;
    end
  end
  logic enable_q;
  always_ff @(posedge clk_75mhz or negedge rst_n) begin
    if (!rst_n) begin
      enable_q <= 1'b0;
    end else begin
      enable_q <= enable;
    end
  end
  assign frame_start = enable && !enable_q;
  assign frame_end   = !enable && enable_q;
  logic [1:0] bit_phase_q, bit_phase_d;
  always_comb begin
    bit_phase_d = bit_phase_q;
    if (!enable) begin
      bit_phase_d = 2'd0;
    end else begin
      if (bit_phase_q == 2'd3) begin
        bit_phase_d = 2'd0;
      end else begin
        bit_phase_d = bit_phase_q + 2'd1;
      end
    end
  end
  logic [GROUP_IDX_WIDTH-1:0] group_idx_q, group_idx_d;
  logic frame_active_q, frame_active_d;
  logic pair_valid_d;
  logic [7:0] c_even_d, c_odd_d;
  logic [3:0] odd_low_q, odd_low_d;
  logic [3:0] odd_high_q, odd_high_d;
  logic [3:0] even_low_q, even_low_d;
  logic [3:0] even_high_q, even_high_d;
  always_comb begin
    frame_active_d = frame_active_q;
    if (frame_start) begin
      frame_active_d = 1'b1;
    end else if (frame_end) begin
      frame_active_d = 1'b0;
    end
  end
  always_comb begin
    group_idx_d = group_idx_q;
    if (frame_start) begin
      group_idx_d = '0;
    end else if (frame_active_q && pair_valid_d) begin
      group_idx_d = group_idx_q + 1;
    end
  end
  always_comb begin
    odd_low_d  = odd_low_q;
    odd_high_d = odd_high_q;
    even_low_d = even_low_q;
    even_high_d= even_high_q;
    pair_valid_d = 1'b0;
    c_even_d   = c_even_data;
    c_odd_d    = c_odd_data;
    if (!enable) begin
      odd_low_d   = '0;
      odd_high_d  = '0;
      even_low_d  = '0;
      even_high_d = '0;
    end else begin
      case (bit_phase_q)
        2'd0: begin
          odd_low_d[3]   = data_in[0];
          odd_high_d[3]  = data_in[1];
          even_low_d[3]  = data_in[2];
          even_high_d[3] = data_in[3];
        end
        2'd1: begin
          odd_low_d[2]   = data_in[0];
          odd_high_d[2]  = data_in[1];
          even_low_d[2]  = data_in[2];
          even_high_d[2] = data_in[3];
        end
        2'd2: begin
          odd_low_d[1]   = data_in[0];
          odd_high_d[1]  = data_in[1];
          even_low_d[1]  = data_in[2];
          even_high_d[1] = data_in[3];
        end
        default: begin
          odd_low_d[0]   = data_in[0];
          odd_high_d[0]  = data_in[1];
          even_low_d[0]  = data_in[2];
          even_high_d[0] = data_in[3];
        end
      endcase
      if (bit_phase_q == 2'd3) begin
        pair_valid_d = 1'b1;
        c_even_d     = {even_high_d, even_low_d};
        c_odd_d      = {odd_high_d, odd_low_d};
      end
    end
  end
  always_ff @(posedge clk_75mhz or negedge rst_n) begin
    if (!rst_n) begin
      bit_phase_q    <= 2'd0;
      group_idx_q    <= '0;
      frame_active_q <= 1'b0;
      odd_low_q      <= '0;
      odd_high_q     <= '0;
      even_low_q     <= '0;
      even_high_q    <= '0;
      pair_valid     <= 1'b0;
      c_even_data    <= 8'h00;
      c_odd_data     <= 8'h00;
    end else begin
      bit_phase_q    <= bit_phase_d;
      group_idx_q    <= group_idx_d;
      frame_active_q <= frame_active_d;
      odd_low_q      <= odd_low_d;
      odd_high_q     <= odd_high_d;
      even_low_q     <= even_low_d;
      even_high_q    <= even_high_d;
      pair_valid     <= pair_valid_d;
      if (pair_valid_d) begin
        c_even_data <= c_even_d;
        c_odd_data  <= c_odd_d;
      end
    end
  end
endmodule : custom_ip_deserializer
==> flow_summary.yaml <==
# generated from flow reports
setup_path:
  reg2reg_from: "phase_accum_q[2]"
  r2r_end: "phase_accum_q[28]"
  crit_path_end_kind: "output pin"
  crit_type: "primary input to output pin"
  r2r_cells: 6
  rrSetupSlack_ps: 4000
  path_max_fanout: 18
  cp-start-kind: "primary input"
  worstPathCellList: "clkdlybuf4s50_1 > nor2b_1 > clkdlybuf4s50_1"
  crit_required_ps: 4720
  cp_common_cell: "clkdlybuf4s50_1"
  worst_path_max_delay_cell: "clkdlybuf4s50_1"
  arrival_ps: 2540
  slowest_delay_ps: 720
synthesis:
  synth_seq_share_pct: 57.1
  synthFlopType: "dfrtp_1"
  synthTopCellsByArea: "dfrtp_1, xnor2_1, mux2i_1"
  syn_inst: 230
  async_flop_share_pct: 100
  ys_area_um2: 2720
  yosys_warnings: 0
  yosysTopAreaCell: "dfrtp_1"
  edf_count: 0
  synth_area_per_cell_um2: 11.8
  ys_ff: 62
  yosys.area.top_type_share_pct: 57.1
  synth_area_um2: 2720
  synth_stat.cells: 230
  synthDistinctLibCells: 37
detailed_routing:
  wl_met2_um: 1840
  vias_per_cell: 4.56
  wl_per_cell_um: 11.8
  initialDrtViolationCount: 57
  routed.top_layer: "met4"
  route.met3.wl_um: 249
  ant_nets: 0
  drc_errors: 0
  firstDrtPassIters: 4
  n_antenna_cell: 0
  routed_wl_um: 4350
  routedLengthMet1_um: 2220
  via_count: 1681
clock_network:
  cts_max_path_buffers: 2
  cts_setup_buffers: 0
  clock.latency.late_pin_ps: 330
  root_buffer: "clkbuf_8"
  clk_pin_slew_worst_paths_ps: 60
  hold_buffers: 0
  post_cts_resized: 0
  numClockSinks: 62
  numCtsBuffers: 9
  htreeDepth: 3
  cts_tree: "yes"
pwr:
  power_switching_uw: 217
  p_int_uw: 817
  p_leak_uw: 0.00140
  ir_drop_mv: 0.135
  swShare_pct: 21.0
  clock_power_share_pct: 38.8
  cellPowerDensity_nw_per_um2: 315
  p_seq_share_pct: 47.6
  p_comb_share_pct: 13.6
floorplan:
  rows: 34
  core_region_area_um2: 8760
  dieHeight_um: 97.2
  ios: 27
  fp-utilization_pct: 31.0
  die_area_um2: 9440
  die_w_um: 97.2
outcome:
  status: "finished clean"
place:
  preCtsSetupSlack_ps: 2150
  port_buffers: 26
  placed_area_um2: 3070
  placed_cells: 354
  place_congestion: 0.786
  dp.final_hpwl_um: 2870
sta:
  rsz0062_at_grt: "false"
  finalClockPeriodUsage_pct: 63.1
  timing.final.ws_setup_ps: 2180
  finalHoldViolCount: 0
  hold_slack_ps: 468
  period_minus_slack_ps: 3720
  skew_ps: 7.02
  clock.fmax_mhz: 269
  tightest_slew_ps: 815
  fin_setup_tns_ps: 0
  setup_viol: 0
  slew_violations: 0
  slew_headroom_pct: 45.5
min_path:
  hp-class: "flop to flop"
  hold_end: "phase_accum_q[29]"
  min_path_cells: 1
  worstHoldStart: "phase_accum_q[29]"
cells_and_area:
  drive_above_1_share_pct: 10.7
  final_area_um2: 3290
  area_growth_pct: 21.0
  finalNonFillerCells: 369
  fillers: 856
grt:
  grt_usage_pct: 10.3
  antenna_found_initial: 0
  grt_pass1_vias: 1668
  grt_max_degree: 63
  overflow: 0
  grt_pass1_wl_um: 7890
job:
  warnings: 28
  drv_cap: 0
[cells in the mapped netlist (all sizes together), types with 5 or more instances]
| master | count |
|---|---|
| and2 | 5 |
| clkbuf | 10 |
| dfrtp | 62 |
| ha | 5 |
| mux2i | 12 |
| nand2 | 19 |
| nand3 | 9 |
| nor2 | 5 |
| nor2b | 17 |
| o21ai | 18 |
| xnor2 | 14 |
| xor2 | 12 |
[routing by layer]
layer	up-vias	GRT usage (%)
li1	846	-
met1	794	15.9
met2	35	15.2
met3	6	3.44
met4	0	1.03
met5	-	0
[metrics by stage]
stage | total power [uW] | utilization, %
floorplan | 543 | -
global route | 1100 | 37.5
detailed placement | 646 | 35.1
CTS | 1050 | 37.5
global placement | 642 | 35.1
finish | 1030 | 37.5
[cell type report]
type | instances | area, um2 | area share [%]
Tap cell | 108 | 135 | 4.11
Multi-Input combinational cell | 153 | 1110 | 33.7
Clock inverter | 3 | 68.8 | 2.09
Sequential cell | 62 | 1550 | 47.2
Timing Repair Buffer | 27 | 263 | 7.99
Clock buffer | 12 | 145 | 4.42
Inverter | 4 | 15.0 | 0.457
[sequential cells by signal (all words and copies together) (netlist names), 2 cells and up]
name and flops:
bit_phase_q 2, c_even_data 8, c_odd_data 8, even_high_q 3, even_low_q 3, odd_high_q 3
odd_low_q 3, phase_accum_q 29
[cells by family after synthesis]
family / synth area share (%)
compound gates: 10.5
xor+xnor: 8.38
fa+ha+maj: 2.30
buf+inv: 2.07
flops: 57.1
mux: 6.08
simple gates: 13.5
[power groups by stage]
stage,Combinational [uW],Sequential (uW),Clock [uW]
after CTS,145,494,414
after global routing,158,501,438
final,141,492,401
[worst max-delay path by stage]
stage,endpoint,depth (start not counted),startpoint,slack [ps]
finish,frame_start,3,enable,2180
global route,frame_start,3,enable,2040
CTS,frame_start,3,enable,2150
[placed cells by master (no fill, tap or decap), drive strengths merged, types with 9 or more instances in the layout]
cell / count
nand2: 19
nor2b: 17
o21ai: 18
mux2i: 12
dfrtp: 62
clkdlybuf4s50: 25
nand3: 9
xor2: 12
clkbuf: 12
xnor2: 14
[critical path: cells and delay by family]
kind,cells,cell delay (ps)
buffers and inverters,2,1180
and+or+nand+nor,1,180
Power and IR drop assume default switching activity.
